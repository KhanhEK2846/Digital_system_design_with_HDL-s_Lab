--- flow/config.mk ---
export PLATFORM = sky130hd
export DESIGN_NAME = Resigters
export DESIGN_NICKNAME = Resigters
export VERILOG_FILES = /design/flow/design.v
export SDC_FILE = /design/flow/constraint.sdc
export NUM_CORES = 4
export LEC_CHECK = 1
export CORE_UTILIZATION = 50
--- flow/constraint.sdc ---
current_design Resigters

set clk_period 8.8
set clk_io_pct 0.2

create_clock -name clk0 -period $clk_period [get_ports {clk}]

set non_clock_inputs [all_inputs -no_clocks]
set_input_delay [expr $clk_period * $clk_io_pct] -clock clk0 $non_clock_inputs
set_output_delay [expr $clk_period * $clk_io_pct] -clock clk0 [all_outputs]
--- flow/run.sh ---
#!/bin/bash
# OpenROAD 26Q1-2900-gdf79404cd8, Yosys 0.63+post, stock flow scripts
make -C /OpenROAD-flow-scripts/flow DESIGN_CONFIG=/design/flow/config.mk WORK_HOME=/design/flow/orfs finish
--- flow/design.v ---
module Resigters(O,RD1,RD2,RR1,RR2,WR,WD,RegWrite,clk,clr);
output reg [31:0] RD1,RD2,O;
input [4:0]RR1,RR2,WR;
input [31:0]WD;
input RegWrite,clk,clr;
reg [31:0]Res[4:0];
always@(posedge clk or posedge clr)
begin
	if(clr)
	begin
		Res[5'd1] <= 32'd70;
		Res[5'd2] <= 32'd101;
		Res[5'd3] <= 32'd343;
	end
	else 
		if(RegWrite)
			Res[WR] <= WD;
end
always@(*)
begin
	RD1 <= Res[RR1];
	RD2 <= Res[RR2];
	O <= Res[5'd1];
end
endmodule
==> reports/metrics.sh <==
CELLS_AFTER_SYNTH=761
FP.DIEAREA_UM2=18500
NETLIST-CELL-TYPE-COUNT=28
TIMING.FINAL.MAX_SLEW_VIOLATIONS=0
CRITICAL-PATH-TOP-DELAY-FAMILY='buffers and inverters'
FINALSETUPVIOLCOUNT=0
CORE.ROWCOUNT=48
PLACEMENT.IO_BUFFERS=139
TRITONCTS='yes'
PLACE.GP.CONGESTION=0.787
CLOCK_TRANSITION_AT_PATH_REGS_NS=0.06
NUM_IO_PINS=146
REGISTER_CONTAINING_THE_MOST_FLIP_FLOPS_IN_THE_FINAL_LAYOUT='Res'
TOTAL_GLOBAL_ROUTING_OVERFLOW=0
LEAKAGE_nW=3.93
LARGEST_NET_DEGREE_AT_THE_START_OF_GLOBAL_ROUTING=62
FLOORPLAN.CORE_AREA_UM2=17400
GRT_PASS1_VIAS=7495
YS_TOP_CELLS_BY_AREA='sky130_fd_sc_hd__dfrtp_1, sky130_fd_sc_hd__edfxtp_1, sky130_fd_sc_hd__nand3b_1, sky130_fd_sc_hd__mux2_2, sky130_fd_sc_hd__o22a_1'
SYNTH_SEQ_SHARE=0.483
SHARE_OF_THE_CLOCK_PERIOD_USED_BY_THE_WORST_PATH_AFTER_LAYOUT=0.735
SEQ_POWER_SHARE=0.448
CRITICAL_PATH.N_BUFFERS_INVERTERS=4
SYNTH_AREA_LEADER_CELL='sky130_fd_sc_hd__dfrtp_1'
DR_TOTAL_VIAS=7222
CRIT_TOP_CELL='sky130_fd_sc_hd__buf_4'
DRTITER0DRC=473
HOLD_VIOLATIONS=0
TIMING.HOLD.WORST.CLASS='flop to flop'
POST-DP-HPWL_UM=14700
CRITPATHSLOWESTCELL='sky130_fd_sc_hd__buf_2'
WORST-SETUP-PATH-TYPE='primary input to primary output'
POWER.SWITCHING_FRACTION=0.255
CTSROOTBUFFERMASTER='sky130_fd_sc_hd__clkbuf_16'
CLK_PATH_BUF_DEPTH=2
WORSTMARGINPINSLEW_NS=0.855
RUN_STATUS='finished clean'
CRITICAL-PATH-MAX-STAGE-DELAY_NS=0.65
BIGGEST_REGS='Res (160)'
SYNTH-EDFF-COUNT=64
TIMING.CRITICAL_PATH.FANOUT_MAX=42
TIMING.SETUP.TNS_NS=0
POST_SYNTH_MUX_AREA_SHARE=0.120
YOSYS.AREA_SHARE.AOI=0.166
DRC=0
SYNTH.LOGIC.TOP_FAMILY='simple AND/OR/NAND/NOR gates'
ASYNCSETRESETFLOPFRACSYNTH=0.600
VIAS_PER_CELL=6.55
SYNTH.CELL_AREA_UM2=8980
YOSYSCELLCOUNT=761
FRACTION_OF_LAYOUT_INSTANCES_USING_A_DRIVE_STRENGTH_ABOVE_1=0.169
GRT_SETUP_UNREPAIRED='false'
AVGROUTEDWIREPERCELL_UM=23.9
GLOBALROUTEMET3UTIL=0.107
POST_SYNTH.CELL_AREA_AVG_UM2=11.8
TIMING.SLEW.HEADROOM=0.430
GLOBAL_ROUTE.USAGE.MET2=0.488
POWER_DENSITY_nW_PER_UM2=198
GRT_PASS1_WL_UM=40700
NUMBER_OF_ANTENNA_VIOLATIONS_AT_THE_FIRST_CHECK_IN_GLOBAL_ROUTING=0
SYNTH_TOP_FLOP_CELL='sky130_fd_sc_hd__dfrtp_1'
CTS-HOLD-FIX-BUFFERS=0
POSTROUTEANTENNANETS=0
DETAILEDROUTE.FIRSTPASSITERATIONCOUNT=5
SYNTH_FLOP_COUNT=160
FRACTION_OF_THE_CORE_AREA_OCCUPIED_BY_CELLS_AT_FLOORPLAN=0.515
GLOBAL_ROUTE.USAGE.TOTAL=0.309
DIE_HEIGHT_UM=136
SYNTH.YOSYS.CHIP_AREA_UM2=8980
YOSYS.AREA.TOP_TYPE_SHARE=0.231
CTS-HTREE-LEVELS=4
MOST_FREQUENT_CELL_AFTER_SYNTHESIS='sky130_fd_sc_hd__nand3b_1'
POWER.CLOCK.FRACTION=0.331
POST_CTS_RESIZE_COUNT=0
CTS_POST_SETUP_BUFFERS_INSERTED=0
GRT_UTIL_MET1=0.443
TOTAL_NUMBER_OF_WARNINGS_ACROSS_THE_STAGE_LOGS=32
POST_SYNTH_AND_OR_NAND_NOR_AREA_FRACTION=0.184
NUM_ANTENNA_CELLS=0
CRIT_PATH_START_KIND='primary input'
COMBINATIONAL_SHARE_OF_POWER=0.221
LARGEST_REG_FLOPS=160
YS_WARN_COUNT=2
AREA_OVERHEAD_VS_SYNTH_PCT=22.5
ROUTED_WIRE_LENGTH_UM=26300
CRIT_CHAIN='buf_2, buf_4, nor3_1, nor2_4, buf_4, o22a_1, clkdlybuf4s50_1'
WORST_PATH_ARRIVAL_TIME_NS=4.71
WORST_SKEW_PAIR.LATE_LATENCY_NS=0.41
CRITICAL_PATH.ENDPOINT_TYPE='primary output'
DIE.SIZE.X_UM=136
POST_SYNTH_FA_HA_MAJ_AREA_FRACTION=0
CRITICAL_PATH_REQUIRED_NS=7.04
FINAL.MIN_CLOCK_PERIOD_NS=6.47
TRITONCTS_NUM_SINKS=160
NUMBER_OF_FILL_CELLS_IN_THE_LAYOUT=1336
GRT_MOST_USED_LAYER='met2'
TOTAL_POWER_mW=2.18
MAXCLOCKFREQUENCY_GHz=0.155
MAXCAPVIOLATIONS=0
FIN_SKEW_NS=0
CTS_MADE_BUFFERS=17
IR_WORST_VDD_mV=0.163
SYNTHXORXNORAREAFRAC=0
POST_SYNTH_MOST_FREQUENT_CELLS='sky130_fd_sc_hd__nand3b_1, sky130_fd_sc_hd__dfrtp_1, sky130_fd_sc_hd__mux2_2'
P_INT_mW=1.62
P_SW_uW=556
layout make-up:
class                           count  area (um^2)  share of cell area
Clock buffer                       23          468              0.0425
Clock inverter                      9          111              0.0101
Inverter                            1         6.26            0.000569
Multi-Input combinational cell    521         4250               0.386
Sequential cell                   160         4340               0.395
Tap cell                          225          282              0.0256
Timing Repair Buffer              163         1540               0.140
per-layer routing:
| layer | up-vias | part of all wire |
|---|---|---|
| met5 | - | 0 |
| met4 | 0 | 0.014 |
| met3 | 31 | 0.092 |
| met2 | 364 | 0.48 |
| met1 | 3667 | 0.42 |
| li1 | 3160 | - |
metrics by stage:
stage	cell area (um^2)	util	cells	setup slack (ns)	hold slack [ns]
3_5_place_dp	10400	0.598	1070	2.41	0.490
4_1_cts	11000	0.632	1102	2.38	0.508
5_1_grt	11000	0.632	1102	2.27	0.538
3_3_place_gp	10400	0.598	1070	2.42	0.476
6_report	11000	0.632	1102	2.33	0.516
2_1_floorplan	8980	-	761	3.30	0.463
placed cells by master, fill, tap and decap left out, types with 13 or more instances in the layout:
cell                                n
sky130_fd_sc_hd__a21oi_1           64
sky130_fd_sc_hd__dfstp_2           13
sky130_fd_sc_hd__nand2_1           21
sky130_fd_sc_hd__buf_4             24
sky130_fd_sc_hd__dfrtp_1           83
sky130_fd_sc_hd__edfxtp_1          64
sky130_fd_sc_hd__nor4b_1           20
sky130_fd_sc_hd__mux2_2            65
sky130_fd_sc_hd__clkbuf_16         17
sky130_fd_sc_hd__nand3b_1         128
sky130_fd_sc_hd__a211oi_1          20
sky130_fd_sc_hd__nand2b_1          44
sky130_fd_sc_hd__mux2_1            31
sky130_fd_sc_hd__a221o_1           44
sky130_fd_sc_hd__o22a_1            64
sky130_fd_sc_hd__clkdlybuf4s50_1  133
final timing paths:
kind,from,to,slack [ns],cells past startpoint
hold reg to reg,Res[2][17],Res[2][17],0.52,1
setup / recovery,RR2[0],RD2[22],2.33,7
min in group asynchronous,clr,Res[1][17],1.78,2
hold / removal,Res[2][17],Res[2][17],0.52,1
max in group asynchronous,clr,Res[1][1],5.60,4
setup reg to reg,Res[1][8],Res[1][8],7.96,1
kinds of logic (layout without fill, tap and decap cells):
| kind of cell | Yosys count | count (layout) |
|---|---|---|
| flops | 160 | 160 |
| compound gates | 194 | 194 |
| simple gates | 231 | 231 |
| buf+inv | 80 | 196 |
| mux | 96 | 96 |
power by group through the flow:
| stage | Sequential, mW | Combinational, mW | Clock, mW |
|---|---|---|---|
| 4_1_cts | 0.974 | 0.482 | 0.734 |
| 5_1_grt | 0.991 | 0.519 | 0.761 |
| 6_report | 0.975 | 0.480 | 0.721 |
Power figures rest on the tool's default switching activity, not on a simulated workload.

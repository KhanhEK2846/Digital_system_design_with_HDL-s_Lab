[./design.v]
module Memory(TmpMem,Addr,Data,MemWrite,MemRead,clk);
output reg [31:0] TmpMem;
input clk,MemWrite,MemRead;
input [31:0] Addr,Data;
reg [31:0]Mem[31:0];
always@(posedge clk)
	if(MemWrite && !MemRead)
		Mem[Addr] <= Data;
always@(*)
	if(!MemWrite && MemRead)
		TmpMem <= Mem[Addr];
	else
		TmpMem <= 32'bz;
endmodule
[./run.sh]
#!/bin/bash
# OpenROAD 26Q1-2900-gdf79404cd8, Yosys 0.63+post, stock flow scripts
make -C /OpenROAD-flow-scripts/flow DESIGN_CONFIG=/design/flow/config.mk WORK_HOME=/design/flow/orfs finish
[./config.mk]
export PLATFORM = sky130hd
export DESIGN_NAME = Memory
export DESIGN_NICKNAME = Memory
export VERILOG_FILES = /design/flow/design.v
export SDC_FILE = /design/flow/constraint.sdc
export NUM_CORES = 4
export LEC_CHECK = 1
export CORE_UTILIZATION = 30
[./constraint.sdc]
current_design Memory

set clk_period 5.7
set clk_io_pct 0.2

create_clock -name clk0 -period $clk_period [get_ports {clk}]

set non_clock_inputs [all_inputs -no_clocks]
set_input_delay [expr $clk_period * $clk_io_pct] -clock clk0 $non_clock_inputs
set_output_delay [expr $clk_period * $clk_io_pct] -clock clk0 [all_outputs]
==> results.sh <==
# physical design summary
export IMPL_htreeDepth=3
export IMPL_path_clk_slew_ns=0.06
export IMPL_ys_chip_area_sq_mm=0.0391
export IMPL_aoi_share_pct=4.16
export IMPL_crit_chain="clkdlybuf4s50_1 > nand4bb_4 > buf_4 > o22ai_1 > nor4_1 > buf_4 > nand2_1 > clkdlybuf4s50_1"
export IMPL_grt_pass1_wl_microns=138000
export IMPL_post_route_min_period_ns=5.46
export IMPL_vias=20000
export IMPL_yosysWarnings=2
export IMPL_power_density_mw_per_mm2=339
export IMPL_wl_microns=97100
export IMPL_critPathMaxStageDelay_ns=0.88
export IMPL_dp_cells=3890
export IMPL_via_per_inst=4.90
export IMPL_finalSetupTns_ns=0
export IMPL_grt_usage_pct=15.6
export IMPL_wl_per_cell_microns=23.8
export IMPL_finalCritPeriodShare_pct=95.8
export IMPL_cts_buffers=100
export IMPL_hp_class="primary input to flip-flop"
export IMPL_area_growth_pct=18.2
export IMPL_tightest_slew_ns=0.976
export IMPL_adder_share_pct=0
export IMPL_crit_path_start_kind="primary input"
export IMPL_crit_cells=8
export IMPL_hold_start="Data[14]"
export IMPL_grt_overflow_total=0
export IMPL_syn_inst=2078
export IMPL_ant_nets=0
export IMPL_fp_coreArea_sq_mm=0.129
export IMPL_worst_path_max_fanout=25
export IMPL_hpwl_microns=54100
export IMPL_total_power_mw=15.7
export IMPL_simple_gate_area_share_pct=2.30
export IMPL_root_buffer="clkbuf_16"
export IMPL_synth_cell_type_count=24
export IMPL_antenna_found_initial=5
export IMPL_drv_cap=0
export IMPL_whs_endpoint="Mem[26][14]"
export IMPL_fp_util_pct=30.2
export IMPL_post_cts_setup_buffer_count=0
export IMPL_cts_buffer_depth=3
export IMPL_cpLargestDelayFamily="buffers and inverters"
export IMPL_leakage_nw=15.6
export IMPL_row_count=132
export IMPL_cts_sinks=1024
export IMPL_io_buffers=71
export IMPL_routabilityCongestion=0.828
export IMPL_synth_seq_cells=1024
export IMPL_grt_start_max_net_pins=80
export IMPL_synth_area_mux_share_pct=13.1
export IMPL_cts_hold_buf=0
export IMPL_postLayoutCoreUtil_pct=35.7
export IMPL_reg_top3="Mem x1024"
export IMPL_logic_family="multiplexers"
export IMPL_rsz0062_at_grt="false"
export IMPL_final_cell_mix="edfxtp_1, mux2i_1, o22ai_1"
export IMPL_drv_slew=0
export IMPL_outcome="finished, final reports clean"
export IMPL_drt_iter0_markers=1051
export IMPL_die_h_microns=363
export IMPL_crit_arrival_ns=4.32
export IMPL_hold_viol=0
export IMPL_drive_gt1_share_pct=14.0
export IMPL_setup_viol=0
export IMPL_xor_share_pct=0
export IMPL_path_buffers=4
export IMPL_layout_top_cell="edfxtp_1"
export IMPL_dr_pass1_iters=5
export IMPL_max_freq_mhz=183
export IMPL_slew_headroom_pct=34.7
export IMPL_netlist_area_sq_mm=0.0391
export IMPL_cts_tree="yes"
export IMPL_crit_type="primary input to output port"
export IMPL_largest_reg_flops=1024
export IMPL_worstPathRequired_ns=4.56
export IMPL_cp_end_kind="output port"
export IMPL_syn_area_per_cell_sq_um=18.8
export IMPL_postCtsResizedCells=0
export IMPL_drt_drc_violations_left=0
export IMPL_ys_seq_share_pct=78.6
export IMPL_top_register="Mem"
export IMPL_pin_count=99
export IMPL_crit_slowest_cell="clkdlybuf4s50_1"
export IMPL_die_w_microns=363
export IMPL_chipArea_sq_mm=0.132
export IMPL_antenna_cells=0
export IMPL_min_path_cells=2
export IMPL_grt_pass1_vias=21000
export IMPL_yosysCellCount=2078
export IMPL_final_cell_count_no_fill=4074
export IMPL_tool_warnings=53
export IMPL_max_vdd_ir_drop_mv=0.273
[cell type report]
class | count | area, sq um
repair buffers | 197 | 1990
clock buffers | 120 | 2580
multi-input cells | 927 | 7980
well taps | 1742 | 2180
flip-flops and latches | 1024 | 30700
fillers | 11700 | 83300
clock inverters | 64 | 734
[routing by layer]
layer / vias to the layer above / share of wire (%) / wire, microns / global-route usage [%]
li1: 8854 / - / - / -
met1: 9639 / 33 / 32100 / 16.5
met2: 1331 / 46 / 44700 / 23.5
met3: 132 / 18 / 17900 / 13.7
met4: 12 / 2.3 / 2190 / 3.00
met5: - / 0.14 / 137 / 0.726
[through the flow]
stage	setup slack, ns	hold WS [ns]	instance area (sq um)
floorplan	0.934	1.24	39100
global placement	0.142	1.98	42900
detailed placement	0.167	1.99	42900
CTS	0.158	1.29	46200
global route	0.118	1.32	46200
finish	0.242	1.31	46200
[power breakdown]
| part | switching [mW] | internal, mW | leakage [nW] | total [mW] |
|---|---|---|---|---|
| clock | 2.72 | 3.87 | 1.60 | 6.60 |
| combinational | 0.447 | 0.295 | 4.75 | 0.742 |
| sequential | 0.0107 | 8.34 | 9.21 | 8.35 |
[cells in the mapped netlist]
| cell | number | area, sq um |
|---|---|---|
| buf_2 | 90 | 450 |
| buf_4 | 2 | 15.0 |
| buf_6 | 14 | 158 |
| clkbuf_1 | 19 | 71.3 |
| clkbuf_2 | 2 | 10.0 |
| edfxtp_1 | 1024 | 30700 |
| mux2i_1 | 512 | 5120 |
| nand2_1 | 35 | 131 |
| nand2b_1 | 1 | 6.26 |
| nand3_1 | 1 | 5.00 |
| nand3b_1 | 2 | 15.0 |
| nand4_1 | 1 | 6.26 |
| nand4b_1 | 5 | 43.8 |
| nand4bb_1 | 6 | 67.6 |
| nor2_1 | 30 | 113 |
| nor3_1 | 4 | 20.0 |
| nor4_1 | 64 | 400 |
| o22ai_1 | 252 | 1580 |
| o22ai_2 | 4 | 50.1 |
| or3_1 | 2 | 12.5 |
| or3b_2 | 3 | 26.3 |
| or4_1 | 1 | 7.51 |
| or4b_1 | 3 | 30.0 |
| or4b_4 | 1 | 13.8 |
[logic make-up after synthesis]
kind of cell,after synthesis
AOI/OAI and AO/OA,256
muxes,512
DFF,1024
and+or+nand+nor,159
buffers and inverters,127
[worst max-delay path by stage]
stage,to,startpoint
after global routing,TmpMem[21],Addr[0]
final,TmpMem[11],Addr[0]
after CTS,TmpMem[21],Addr[0]
Power is estimated from default activity; no workload was simulated.

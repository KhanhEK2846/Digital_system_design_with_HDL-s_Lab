## /design/flow/design.v

```verilog
module ALU(ALU_result,zero,ALU_control,A,B);
output reg [31:0]ALU_result;
output reg zero;
input [3:0] ALU_control;
input [31:0] A,B;
always@(*)
begin
	case(ALU_control)
	4'b0:
		ALU_result <= A & B;
	4'b1:
		ALU_result <= A | B;
	4'b0010:
		ALU_result <= A + B;
	4'b0110:
		ALU_result <= A - B;		
	4'b0111:
		if(A < B)
			ALU_result <= 32'b1;	
		else
			ALU_result <= 32'b0;	
	4'b1100:
		ALU_result <= ~(A | B);
	default:
		ALU_result <= A;
	endcase
	if(ALU_result == 32'b0)
		zero <= 1'b1;
	else
		zero <= 1'b0;
end
endmodule
```

## /design/flow/run.sh

```bash
#!/bin/bash
# OpenROAD 26Q1-2900-gdf79404cd8, Yosys 0.63+post, stock flow scripts
make -C /OpenROAD-flow-scripts/flow DESIGN_CONFIG=/design/flow/config.mk WORK_HOME=/design/flow/orfs finish
```

## /design/flow/config.mk

```make
export PLATFORM = sky130hd
export DESIGN_NAME = ALU
export DESIGN_NICKNAME = ALU
export VERILOG_FILES = /design/flow/design.v
export SDC_FILE = /design/flow/constraint.sdc
export NUM_CORES = 4
export LEC_CHECK = 1
export CORE_UTILIZATION = 30
```

## /design/flow/constraint.sdc

```tcl
current_design ALU

set clk_period 23.3
set clk_io_pct 0.2

create_clock -name clk0 -period $clk_period

set non_clock_inputs [all_inputs -no_clocks]
set_input_delay [expr $clk_period * $clk_io_pct] -clock clk0 $non_clock_inputs
set_output_delay [expr $clk_period * $clk_io_pct] -clock clk0 [all_outputs]
```

==> results.cfg <==
; yosys + openroad results
[worst_setup_path]
critical_path_buf_inv_count = 7
worstPathArrival_ps = 9700
critical_path.most_common_cell = buf_4
critPathTopFamily = buffers and inverters
timing.critical_path.slowest_cell_delay_ps = 640
required_time_at_the_worst_slack_endpoint_ps = 18640
start_kind = input port
setup.worst_path.class = input port to output port
critical_path_cell_sequence = clkdlybuf4s50_1 -> buf_4 -> nand4bb_1 -> buf_4 -> o31ai_2 -> buf_4 -> clkinv_1 -> buf_4 -> a22oi_1 -> nor2_1 -> o2111ai_1 -> nor4_1 -> nand4b_1 -> nor4_1 -> nand4b_1 -> nor3_2 -> clkdlybuf4s50_1
timing.critical_path.to_type = output port
worst_path_slowest_cell = nor4_1
critical_path_fanout_max = 39

[logic_synthesis]
ys_top_cells_by_area = ha_1 (21%), a21oi_1 (8.2%), nor2_1 (6.3%), o21ai_0 (6.0%), inv_1 (5.8%)
post_synth_mux_area_share_pct = 0.846
sequential_to_total_area_share_from_yosys_stat_pct = 0
netlist.area_leader.share_pct = 20.8
synthesis.instances = 943
synth_warnings = 1
synth-area-yosys_um2 = 6060
top_area_cell = ha_1
synth_area_per_cell_um2 = 6.43
yosys_cells = 943
ys_sh_xor_pct = 1.44
aoi_share_pct = 42.0
synth.cell_area_um2 = 6060
fa_ha_area_share_pct = 21.5
yosys-dominant-comb-family = AND-OR/OR-AND gates
synth.cellmix.simpleShare_pct = 24.3
synthDistinctLibCells = 81

[clocking]
cts_hold_buffers = 0
postCtsResizedCells = 0
setup_bufs_post_cts = 0

[finish]
n_sequential_cell = 0
final_cell_count_no_fill = 1264
multi_input_comb_area_um2 = 5480
fillers = 2146
flop_area_um2 = 0
nClkBuffers = 0
area.growth.synth_to_final_pct = 20.4
final_layout_size_suffix_gt1_share_pct = 4.40

[placed_design]
dp_hpwl_um = 19000
dp_cells = 1264
place_congestion = 1.04
port_buffers = 101

[sta]
slew_headroom_pct = 31.4
grt_setup_unrepaired = no
post-route-min-period_ps = 14360
final_setup_violation_count = 0
worst_tran_pin_value_ps = 1020
finalHoldWorstSlack_ps = 10350
finalSetupTns_ps = 0
fin_crit_sh_pct = 61.7
achievable-frequency_mhz = 69.6
hold_violation_total_from_the_final_report = 0
final_max_slew_viol_count = 0

[routing]
vias = 7418
drc = 0
routedWlPerCell_um = 19.7
ant_nets = 0
drtIter0Drc = 846
vias_per_cell = 5.87
route.layer.met1.wl_um = 11500
drt_pass1_iterations = 5
antenna_cells_inserted = 0
routed.top_layer = met4
postRouteWirelength_um = 24900
met2WireLength_um = 10400
met3_wirelength_um = 2190

[die]
rows = 51
die-height_um = 144
chipArea_um2 = 20800
io_pins = 101
area_of_the_core_region_um2 = 19700
initial_core_util_pct = 30.8
floorplan.die.width_um = 144

[global_routing]
maximum_number_of_pins_on_one_net_before_global_route_repair = 45
grt_first_pass_wirelength_um = 38900
antenna_found_initial = 0
grt_usage_pct = 24.3
vias_in_the_first_global_route = 6938
grt_remaining_overflow = 0

[worst_hold_path]
min-delay-path-class = input port to output port
hold_path_end = ALU_result[6]
worst_hold_startpoint = A[6]
hold_depth = 4

[power_and_ir_drop]
overall_power_mw = 0.175
pwr_density_cell_nw_per_um2 = 24.0
leakage_nw = 3.13
power.ir.vdd_worst_mv = 0.00539

[run_status]
status = finished, final reports clean

[job]
cap_violations = 0
warnings = 101
[metal layers]
layer	up-vias	GRT usage, %
met2	372	36.9
met5	-	0
li1	3591	-
met1	3388	35.2
met3	67	3.54
met4	0	7.53
[Yosys cell counts, drive strengths merged (4+ instances only)]
| library cell | number |
|---|---|
| nor2 | 102 |
| ha | 101 |
| a21oi | 99 |
| inv | 94 |
| o21ai | 74 |
| nand2 | 59 |
| clkbuf | 47 |
| nor3 | 24 |
| a211oi | 19 |
| a21o | 19 |
| nand3 | 17 |
| nor4 | 16 |
| a31oi | 15 |
| nor2b | 15 |
| buf | 13 |
| o211ai | 12 |
| nand2b | 11 |
| and2 | 10 |
| o21a | 10 |
| o221a | 10 |
| nand4 | 9 |
| o21bai | 9 |
| o221ai | 9 |
| or3 | 9 |
| a22oi | 8 |
| o31ai | 8 |
| a2111oi | 7 |
| a221o | 7 |
| xnor2 | 7 |
| a221oi | 6 |
| o22ai | 6 |
| o2bb2ai | 6 |
| o311ai | 6 |
| a211o | 5 |
| a2bb2oi | 4 |
| and3 | 4 |
| mux2i | 4 |
| nand4b | 4 |
| o211a | 4 |
| o31a | 4 |
[layout by cell type, fill, tap and decap left out, types with 17 or more instances in the layout]
cell and count:
nand2_1 59, nor2_1 102, clkdlybuf4s50_1 101, o21ai_0 72, inv_1 94, nand3_1 17, a21oi_1 99, ha_1 101
a21o_1 18, a211oi_1 19, nor3_1 23
[how the worst max path moves through the flow]
stage | from | endpoint | slack [ps] | cells past startpoint
final | ALU_control[0] | zero | 8940 | 17
after global routing | ALU_control[0] | zero | 8790 | 17
after CTS | ALU_control[0] | zero | 9030 | 17
[cell families after synthesis]
group                      count (synthesis)
adders and majority gates                103
xor gates and xnor gates                  10
muxes                                      5
buffers and inverters                    156
AOI/OAI and AO/OA                        371
and+or+nand+nor                          298
[stage by stage]
stage / worst slack (ps) / instance area, um2 / util [%]
after floorplan: 11120 / 6060 / -
after global placement: 9040 / 7300 / 37.1
after detailed placement: 9050 / 7300 / 37.1
after CTS: 9030 / 7300 / 37.1
after global routing: 8790 / 7300 / 37.1
final: 8940 / 7300 / 37.1
[power breakdown]
group / leakage [nW] / switching [mW] / internal [mW]
Combinational: 3.13 / 0.102 / 0.0728
Sequential: 0 / 0 / 0
Clock: 0 / 0 / 0
Total: 3.13 / 0.102 / 0.0728
[cell type report]
| type | count | area share (%) |
|---|---|---|
| repair buffers | 116 | 15.4 |
| well taps | 265 | 4.54 |
| inverters | 96 | 4.94 |
| multi-input cells | 787 | 75.1 |
Power and IR drop assume default switching activity.
